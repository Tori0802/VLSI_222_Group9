## design.v

```verilog
module bound_flasher(clk, rst_n, flick, led);
	input wire 	clk;				 
	input wire 	rst_n;				 
	input wire 	flick;				 
	output reg 	[15:0]led;			 
	reg 		[1:0]led_operation;		 
	reg		[3:0]current_state;		 
	reg		[3:0]next_state;		 
	integer 	i; 				 
	integer 	count; 				 
	parameter 	UNCHANGED 	=  2'b00,
			UP		=  2'b01,
			DOWN 		=  2'b10,
			KICKBACK	=  2'b11;
	parameter 	INIT         	=  4'b00_01,
			ON_0_TO_5 	=  4'b00_10,
			OFF_TO_0  	=  4'b00_11,
			ON_0_TO_10  	=  4'b01_00,
			OFF_TO_5  	=  4'b01_01,
			ON_5_TO_15 	=  4'b01_10;
always @(negedge rst_n or posedge clk)
begin
	if(~rst_n) begin
 		current_state <= INIT;	            	 
    		count <= -1;                        	 
  	end				
	else begin
		current_state <= next_state;		 
 		if (led_operation == UP) begin
			count <= count + 1;		 
		end
		else if (led_operation == UNCHANGED) begin   
			count <= count;			 
		end
		else begin				 
			count <= count - 1;		 
		end	
  	end
end
always @(current_state or count or flick) begin
	led_operation = UNCHANGED;
	case(current_state)
	INIT: begin
		if(count >= 0) 			led_operation = DOWN;
		else if(flick) 			led_operation = UP;
		else 				led_operation = UNCHANGED;
	end
	ON_0_TO_5: begin
		if(count < 5) 			led_operation = UP;
		else 				led_operation = DOWN;
	end
	OFF_TO_0: begin
		if(count >= 0) 			led_operation = DOWN;
		else 				led_operation = UP;
	end
	ON_0_TO_10: begin
		if(flick) begin
			if (count == 5 || count == 10)  led_operation = KICKBACK;	
			else              		led_operation = UP;	
		end
		else begin
			if(count == 10)   	led_operation = DOWN;
			else 	            	led_operation = UP;
		end
	end
	OFF_TO_5: begin
		if(count >= 5) 			led_operation = DOWN;
		else 				led_operation = UP;
	end
	ON_5_TO_15: begin
    	if(count == 15)     			led_operation = DOWN;
		else if(flick) begin
			if (count == 5 || count == 10)  led_operation = KICKBACK;	
			else              		led_operation = UP;	
		end
		else                		led_operation = UP;
	end
	default: 				led_operation = UNCHANGED;
	endcase
end
always @(current_state or led_operation)
begin
	case(current_state)
	INIT: begin
		if(led_operation == UP) 	next_state = ON_0_TO_5;
    		else                          	next_state = INIT;
	end
	ON_0_TO_5: begin
		if(led_operation == DOWN) 	next_state = OFF_TO_0;
    		else                          	next_state = ON_0_TO_5;	
  	end
	OFF_TO_0: begin
		if(led_operation == UP) 	next_state = ON_0_TO_10;
    		else                          	next_state = OFF_TO_0;
	end
	ON_0_TO_10: begin
		if(led_operation == KICKBACK) 	next_state = OFF_TO_0;
		else if(led_operation == DOWN)  next_state = OFF_TO_5; 
		else                            next_state = ON_0_TO_10;
	end
	OFF_TO_5: begin
		if(led_operation == UP) 	next_state = ON_5_TO_15;
    		else                          	next_state = OFF_TO_5;
	end
	ON_5_TO_15: begin
		if(led_operation == KICKBACK) 	next_state = OFF_TO_5;
    		else if(led_operation == DOWN)  next_state = INIT; 
		else                            next_state = ON_5_TO_15;
	end
	default: 				next_state = INIT;
	endcase
end
always @(negedge clk)
begin
	  if(count <= -1) led <= 16'b0;					 
	  else
		for(i = 0; i < 16; i = i + 1)				 
		begin
			if(i <= count) led[i] <= 1'b1;
			else led[i] <= 1'b0;
		end     
end
endmodule
```

## run.sh

```bash
#!/bin/bash
# OpenROAD 26Q1-2900-gdf79404cd8, Yosys 0.63+post, stock flow scripts
make -C /OpenROAD-flow-scripts/flow DESIGN_CONFIG=/design/flow/config.mk WORK_HOME=/design/flow/orfs finish
```

## config.mk

```make
export PLATFORM = sky130hd
export DESIGN_NAME = bound_flasher
export DESIGN_NICKNAME = bound_flasher
export VERILOG_FILES = /design/flow/design.v
export SDC_FILE = /design/flow/constraint.sdc
export NUM_CORES = 4
export LEC_CHECK = 1
export CORE_UTILIZATION = 30
```

## constraint.sdc

```tcl
current_design bound_flasher

set clk_period 5.8
set clk_io_pct 0.2

create_clock -name clk0 -period $clk_period [get_ports {clk}]

set non_clock_inputs [all_inputs -no_clocks]
set_input_delay [expr $clk_period * $clk_io_pct] -clock clk0 $non_clock_inputs
set_output_delay [expr $clk_period * $clk_io_pct] -clock clk0 [all_outputs]
```

==> run_results.csv <==
group,metric,value,unit
outcome,status,"finished, final reports clean",
die,ios,19,
critical_path,worstSetupEndpoint,"led[1]",
critical_path,cp_max_fo,1,
synth,top_cells_by_area,"dfstp_2 31%, dfxtp_1 11%, xor2_1 6.8%",
synth,ys_warn_count,1,
synth,netlist.area_leader.share,30.6,%
grt,grt_overflow,0,
critical_path,crit_path_max_incr_delay,460,ps
final_timing,hold_ws,518,ps
synth,yosys-top-cells-count,"33 x dfstp_2, 26 x nor2_1, 22 x nand2_1, 22 x nand3_1, 22 x xor2_1",
synth,yosys_most_used_dff,"dfstp_2",
clock_network,cts_setup_buffers,0,
routing,drc_errors,0,
final_timing,finalSetupTns,0,ps
synth,ys_ff,54,
finish,final_layout_size_suffix_gt1_share,15.8,%
routing,via_per_inst,5.19,
clock_network,ctsHoldBuffers,0,
synth,synthArstFlopShare,70.4,%
worst_hold_path,hold_path_class,"flop to flop",
critical_path,slowest_stage,"clkdlybuf4s50_1",
finish,area_growth,15.7,%
routing,postRouteAntennaNets,0,
clock_network,numCtsBuffers,5,
grt,grt.total_usage,13.1,%
critical_path,r2r_end,"led[14]",
die,core_region_area,9200,sq um
clock_network,cts_resized,0,
critical_path,end_kind,"output pin",
power_and_ir_drop,power_frac_clock,44.4,%
final_timing,fin_ws,588,ps
clock_network,htreeDepth,2,
critical_path,path_depth,1,
power_and_ir_drop,ir_drop,0.101,mV
power_and_ir_drop,power.internal,0.000527,W
synth,netlist_instances,300,
critical_path,crit_family,"buffers and inverters",
routing,drt-initial-drc-count,66,
synth,ys_cells,300,
grt,grt_first_pass_wirelength,10300,microns
routing,wl,6000,microns
final_timing,setup_viol,0,
routing,wire_per_inst,13.6,microns
routing,dr_total_vias,2283,
die,die_y,99.2,microns
die,core_util_floorplan,30.8,%
synth,largest_area_cell,"dfstp_2",
clock_network,clockRootBuffer,"clkbuf_8",
die,die-area,9850,sq um
run,max_cap_violations,0,
power_and_ir_drop,share_seq_of_total_power,54.6,%
routing,antenna-diode-count,0,
clock_network,cts_max_path_buffers,2,
placed_design,pre_cts_slack,824,ps
synth,yosysMostFrequentCell,"dfstp_2",
critical_path,rr_startpoint,"count[12]",
power_and_ir_drop,netSwitchingFraction,23.6,%
final_timing,hold_viol_final,0,
clock_network,worstSkewPairLatency,370,ps
final_timing,drv_slew,0,
power_and_ir_drop,power_density,210,nW/um^2
synth,yosys.stat.chipArea,2840,sq um
critical_path,crit_arrival,4050,ps
synth,edf_count,0,
critical_path,cp_data_required_time,4640,ps
power_and_ir_drop,p_sw,0.000163,W
critical_path,rrSetupSlack,820,ps
placed_design,dpl.hpwl,4240,microns
clock_network,clkTransAtPathRegs,100,ps
final_timing,clock-skew-final,72.2,ps
clock_network,cts_tree,"built",
run,warnings,47,
grt,grt_antenna_before_repair,0,
critical_path,path_cells,"clkdlybuf4s50_1",
critical_path,critPathBufInv,1,
power_and_ir_drop,p_comb_share,1.0,%
critical_path,crit_path_start,"led[1]",
final_timing,rsz0062_at_grt,"no",
routing,dr.pass1.iters,4,
final_timing,worst_slew_pin_slew,819,ps
synth,syn-cell-area,2840,sq um
die,row_count,35,
synth,synth_cell_types,49,
synth,postSynthSeqShare,46.3,%
synth,syn_avg_cell_area,9.45,sq um
die,die_w,99.2,microns
critical_path,critPathKind,"flop to output pin",
critical_path,reg2regPathDepth,5,
critical_path,crit_path_start_kind,"flop",
final_timing,maxSlewHeadroom,45.4,%
placed_design,routabilityCongestion,0.884,
placed_design,port_buffers,18,
clock_network,cts_sinks,54,
grt,grt_start_max_net_pins,39,
grt,grt_pass1_vias,2140,
power_and_ir_drop,power_leakage,1.41,nW
stage by stage:
stage          utilization (%)  cells  power, W  area (sq um)
5_1_grt                   35.7    440  0.000731          3280
3_3_place_gp              33.8    417  0.000408          3110
4_1_cts                   35.7    440  0.000708          3280
6_report                  35.7    440  0.000690          3280
3_5_place_dp              33.8    417  0.000408          3110
2_1_floorplan                -    300  0.000401          2840
worst min path at each step:
stage / startpoint / end / cells past startpoint
4_1_cts: count[13] / count[13] / 1
5_1_grt: count[13] / count[13] / 1
6_report: count[17] / count[17] / 1
cells by family after synthesis:
kind of cell	after synthesis	share of synthesized area [%]
AND-OR/OR-AND	65	15.3
XOR/XNOR	31	9.57
adder cells (fa/ha/maj)	6	2.65
buffers and inverters	23	3.31
flip-flops	54	46.3
multiplexers	4	1.41
AND/OR/NAND/NOR	117	21.5
layout by cell type (no fill, tap or decap), types with 6 or more instances in the layout:
| cell type | synthesis | routed |
|---|---|---|
| dfxtp_1 | 16 | 16 |
| and3_1 | 11 | 11 |
| o22ai_1 | 8 | 8 |
| xor2_1 | 22 | 22 |
| inv_1 | 9 | 24 |
| ha_1 | 6 | 6 |
| clkdlybuf4s50_1 | 0 | 17 |
| nor3_1 | 8 | 8 |
| nand2_1 | 22 | 22 |
| dfstp_2 | 33 | 33 |
| a21oi_1 | 18 | 18 |
| xnor2_1 | 9 | 9 |
| nand4_1 | 7 | 7 |
| nor2_1 | 26 | 26 |
| o21ai_0 | 10 | 10 |
| nand3_1 | 22 | 22 |
final cells by class:
type                    count  area, sq um
fillers                   917         5910
multi-input cells         223         1430
flip-flops and latches     54         1310
repair buffers             20          190
well taps                 111          139
clock inverters            19          113
clock buffers               5         68.8
inverters                   8         30.0
flip-flops by register name, summed over array words and instances, names as in the netlist:
name,count
led,16
current_state,6
count,32
per-layer routing:
layer / global-route usage [%] / wire length (microns) / part of all wire [%]
met3: 2.29 / 224 / 3.7
met1: 20.9 / 3070 / 51
met2: 19.9 / 2690 / 45
met5: 0 / 0 / 0
met4: 1.13 / 16 / 0.27
power by group through the flow:
stage / Sequential, W / Combinational [W] / Clock [W]
finish: 0.000377 / 0.00000698 / 0.000307
global route: 0.000376 / 0.00000841 / 0.000346
CTS: 0.000377 / 0.00000750 / 0.000323
Power and IR drop assume default switching activity.
